===== flow/design.v =====
module my_timer(
clk         ,  
address     ,  
readdata        ,  
writedata        ,  
chipselect          ,  
write          ,  
reset_n				 
);
parameter DATA_WIDTH = 32 ;
parameter ADDR_WIDTH = 2 ;
parameter SUBSAMP = 50000 ;
input                  clk         ;
input [ADDR_WIDTH-1:0] address     ;
input                  chipselect          ;
input                  write          ;
input                  reset_n          ; 
input [DATA_WIDTH-1:0]  writedata       ;
output reg [DATA_WIDTH-1:0]  readdata       ;
reg [DATA_WIDTH-1:0] count;
always @ (posedge clk or negedge reset_n)
	begin
		if (reset_n==0)
			count <= 0;
		else if (count<SUBSAMP)
			count <= count + 1;
		else 
		   count <=0;
	end
always @ (posedge clk or negedge reset_n)
if (reset_n==0 ) readdata <= 0;
else  if (write) readdata <= writedata;
else if(count==1)
		readdata <= readdata + 1;
endmodule

===== flow/run.sh =====
#!/bin/bash
# OpenROAD 26Q1-2900-gdf79404cd8, Yosys 0.63+post, stock flow scripts
make -C /OpenROAD-flow-scripts/flow DESIGN_CONFIG=/design/flow/config.mk WORK_HOME=/design/flow/orfs finish

===== flow/constraint.sdc =====
current_design my_timer

set clk_period 4.0
set clk_io_pct 0.2

create_clock -name clk0 -period $clk_period [get_ports {clk}]

set non_clock_inputs [all_inputs -no_clocks]
set_input_delay [expr $clk_period * $clk_io_pct] -clock clk0 $non_clock_inputs
set_output_delay [expr $clk_period * $clk_io_pct] -clock clk0 [all_outputs]

===== flow/config.mk =====
export PLATFORM = sky130hd
export DESIGN_NAME = my_timer
export DESIGN_NICKNAME = my_timer
export VERILOG_FILES = /design/flow/design.v
export SDC_FILE = /design/flow/constraint.sdc
export NUM_CORES = 4
export LEC_CHECK = 1
export CORE_UTILIZATION = 30

==> results.json <==
{
  "first_pass_iters": 5,
  "mux_area_share_pct": 2.77,
  "hpwl_um": 5240,
  "grt_pass1_vias": 2490,
  "yosysTopAreaCellShare_pct": 48.0,
  "n_antenna_cell": 0,
  "grt_max_degree": 41,
  "post-route-min-period_ps": 2370,
  "yosys-top-cells-area": "dfrtp_1 (48%), xnor2_1 (6.3%), nand2_1 (4.4%)",
  "cp_max_fo": 26,
  "yosys_cells": 334,
  "flop_cell": "dfrtp_1",
  "die_height_um": 108,
  "worstSkewPairLatency_ps": 340,
  "cts_max_level": 3,
  "top_logic_kind": "simple AND/OR/NAND/NOR gates",
  "root_buffer": "clkbuf_8",
  "synth_flop_count": 64,
  "tool_warnings": 29,
  "wirelength_um": 7450,
  "ys_types": 38,
  "cts_resized": 0,
  "ant_nets": 0,
  "critPathLaunchType": "flop",
  "relSlewSlack_pct": 51.7,
  "maxSlewViolCount": 0,
  "maxCapViolations": 0,
  "ys_async_sr_fraction_pct": 100,
  "finalClockSkew_ps": 11.8,
  "cts_tree": "done",
  "max_freq_mhz": 421,
  "finalSetupViolations": 0,
  "cts_setup_buffers": 0,
  "worstSetupPathType": "reg2reg",
  "setup_tns_ps": 0,
  "grt_overflow": 0,
  "yosys.stat.chipArea_mm2": 0.00334,
  "place_congestion": 0.813,
  "portBuffers": 66,
  "rows": 38,
  "synth_warnings": 1,
  "fp_util_pct": 30.8,
  "critPathArrivalTime_ps": 2600,
  "finish.utilization_pct": 40.0,
  "power.density_mw_per_mm2": 322,
  "hold_path_class": "reg2reg",
  "irDropWorstVdd_mv": 0.153,
  "xor_share_pct": 8.39,
  "edf_count": 0,
  "clkSlewWorstSetupHoldPaths_ps": 70,
  "antenna_found_initial": 0,
  "wl_per_cell_um": 13.4,
  "rsz0062_at_grt": "false",
  "ctsHoldBuffers": 0,
  "synth.cellmix.compoundShare_pct": 6.56,
  "vias_per_cell": 4.81,
  "drcViolationCount": 0,
  "netlist_area_mm2": 0.00334,
  "status": "completed",
  "worst_slew_pin_slew_ps": 725,
  "ys_seq_share_pct": 48.0,
  "grt.total_usage_pct": 13.8,
  "simple_gate_share_pct": 30.4,
  "required_ps": 4230,
  "final_layout_top_logic_cells": "dfrtp_1 (64), clkdlybuf4s50_1 (64), nand2_1 (39)",
  "synthToLayoutAreaGrowth_pct": 29.9,
  "period_used_pct": 59.3,
  "chip_area_mm2": 0.0116,
  "hold_viol": 0,
  "grt_pass1_wl_um": 12300,
  "fillerInstances": 1065,
  "clock-sinks": 64,
  "end_kind": "flop",
  "adder_share_pct": 1.12,
  "cts_buffers": 9,
  "io_pins": 70,
  "syn_avg_cell_area_um2": 10.0,
  "die_x_um": 108,
  "leakagePower_nw": 1.64,
  "vias": 2680,
  "yosys.area.top_type": "dfrtp_1",
  "clockBufferDepth": 2,
  "netlist_instances": 334,
  "coreArea_mm2": 0.0108,
  "drive_gt1_share_pct": 8.87,
  "drt_iter0_markers": 71
}
[critical path, cell delays in order, from the launching register on]
cell	delay, ps
dfrtp_1	410
inv_1	60
ha_1	140
nor4b_4	240
nand4_4	410
nor4_4	580
mux2i_1	140
a211o_1	270
[cell families after synthesis]
family          count (synthesis)
other cells                     1
xor+xnor                       32
compound gates                 34
fa+ha+maj                       3
flops                          64
mux                             9
buf+inv                        22
simple gates                  169
[through the flow]
stage               power [mW]  instances  cell area [um2]  hold WS (ps)  setup slack [ps]
floorplan                0.806        349             3400           481              2060
global placement         0.938        541             4170           500              1630
finish                    1.40        557             4340           511              1630
global route              1.47        557             4340           544              1430
CTS                       1.42        557             4340           518              1600
detailed placement       0.940        541             4170           509              1610
[layout make-up]
cell class / instances / area, um2 / area share, %
inverters: 5 / 18.8 / 0.433
clock buffers: 10 / 128 / 2.94
flip-flops and latches: 64 / 1600 / 36.9
repair buffers: 69 / 673 / 15.5
well taps: 140 / 175 / 4.04
multi-input cells: 263 / 1700 / 39.3
clock inverters: 6 / 36.3 / 0.837
[metal layers]
| metal | share of wire, % | track usage (%) |
|---|---|---|
| met1 | 47 | 21.1 |
| met4 | 1.0 | 1.08 |
| met3 | 5.7 | 3.33 |
| met2 | 46 | 21.2 |
| met5 | 0 | 0 |
[synthesized netlist by cell type, types with 2 or more instances]
library cell  instances
a221o_1               5
a22oi_1               4
and2_1                4
and3_1                8
and4_1                6
buf_1                 2
buf_2                 6
clkbuf_1              9
dfrtp_1              64
ha_1                  3
inv_1                 5
mux2_2                2
mux2i_1               7
nand2_1              39
nand2b_1              3
nand3_1              16
nand4_1              11
nor2_1               26
nor2b_1               7
nor3_1               12
nor3b_1               3
nor4_1               18
nor4_2                8
nor4_4                3
o21ai_0               6
o21ai_1              14
or4_1                 2
xnor2_1              24
xor2_1                8
[state kept, by name, summed over array words and instances (netlist names)]
| signal | flops |
|---|---|
| count | 32 |
| readdata | 32 |
[final timing paths]
check                      slack [ps]     start      endpoint  depth (start not counted)
max                              1630  count[1]  readdata[27]                          7
min                               510  count[0]      count[0]                          1
max reg2reg                      1630  count[1]  readdata[27]                          7
min reg2reg                       510  count[0]      count[0]                          1
max in group asynchronous        2580   reset_n   readdata[6]                          2
min in group asynchronous         520   reset_n     count[22]                          1
[power breakdown]
group          internal [mW]  switching [mW]
registers              0.687          0.0490
logic                  0.122          0.0673
clock network          0.221           0.252
total                   1.03           0.369
Power and IR drop assume default switching activity.

**design.v**
```verilog
module my_rotary_encoder(
clk         ,  
address     ,  
readdata        ,  
writedata        ,  
chipselect          ,  
write          ,  
reset_n		,		 
data1,
data2,
data1_reg,
data2_reg
);
parameter DATA_WIDTH = 32 ;
parameter ADDR_WIDTH = 4 ;
parameter SUBSAMP = 12 ;
input                  clk         ;
input [ADDR_WIDTH-1:0] address     ;
input                  chipselect          ;
input                  write          ;
input                  reset_n          ; 
input [DATA_WIDTH-1:0]  writedata       ;
input							data1;
input							data2;
output reg data1_reg       ;
output reg data2_reg       ;
output reg [DATA_WIDTH-1:0]  readdata       ;
reg data1_delayed, data2_delayed;
reg [SUBSAMP-1:0] count;
always @(posedge clk) count=count+1;
always @(posedge clk) if (count==0) data1_reg <= data1; 
always @(posedge clk) if (count==0) data2_reg <= data2; 
always @(posedge clk)  data1_delayed<=data1_reg; 
always @(posedge clk)  data2_delayed<=data2_reg; 
wire readdata_enable = data1_delayed ^ data1_reg ^ data2_delayed ^ data2_reg;
wire readdata_direction = data1_reg ^ data2_delayed;
always @ (posedge clk or negedge reset_n)
if (reset_n==0 ) readdata <= 0;
else  if (write) readdata <= writedata;
else if(readdata_enable)
		readdata <= readdata + (readdata_direction ? 1 : -1);
endmodule
```
**run.sh**
```bash
#!/bin/bash
# OpenROAD 26Q1-2900-gdf79404cd8, Yosys 0.63+post, stock flow scripts
make -C /OpenROAD-flow-scripts/flow DESIGN_CONFIG=/design/flow/config.mk WORK_HOME=/design/flow/orfs finish
```
**config.mk**
```make
export PLATFORM = sky130hd
export DESIGN_NAME = my_rotary_encoder
export DESIGN_NICKNAME = my_rotary_encoder
export VERILOG_FILES = /design/flow/design.v
export SDC_FILE = /design/flow/constraint.sdc
export NUM_CORES = 4
export LEC_CHECK = 1
export CORE_UTILIZATION = 40
```
**constraint.sdc**
```tcl
current_design my_rotary_encoder

set clk_period 15.9
set clk_io_pct 0.2

create_clock -name clk0 -period $clk_period [get_ports {clk}]

set non_clock_inputs [all_inputs -no_clocks]
set_input_delay [expr $clk_period * $clk_io_pct] -clock clk0 $non_clock_inputs
set_output_delay [expr $clk_period * $clk_io_pct] -clock clk0 [all_outputs]
```
==> flow_summary.yaml <==
# yosys + openroad results
critical_path:
  arrival_ps: 5330
  cp_data_required_time_ps: 16090
  rrSetupSlack_ps: 12340
  critPathMaxFanout: 62
  regToRegEndpoint: "readdata[24]"
  reg2reg_depth: 10
  critPathKind: "input port to register"
  start_kind: "input port"
  regToRegStartpoint: "data1_reg"
  critPathCaptureType: "register"
layout:
  drive_above_1_share: 0.06262
  regMostFlops: "readdata"
  nFillCells: 920
  largest_register_ffs: 32
  final-comb-area_um2: 2596
  ff_latch_area_um2: 1141
  area_growth_pct: 20.93
placement:
  portBuffers: 70
  routabilityCongestion: 0.9391
  post-place-ws_ps: 10510
  dpl.hpwl_um: 8737
cts:
  ctsResizeCount: 0
  cts_sinks: 48
  cts_tree: "built"
  holdBufCountCts: 0
  cts_made_buffers: 5
  root_buffer: "clkbuf_8"
  postCtsSetupRepairBufs: 0
  cts_buffer_depth: 2
  clk_pin_slew_worst_paths_ps: 100
  htree_levels: 2
  clkLatencyLatePin_ps: 310
worst_hold_path:
  hold_end: "count[11]"
  worstHoldPathCells: 1
  hp-class: "register to register"
  worstHoldStart: "count[11]"
grt:
  grt_overflow_total: 0
  grt_start_max_net_pins: 63
  antenna_found_initial: 0
  grt_pass1_vias: 3784
  grt_usage: 0.2542
  grt_pass1_wl_um: 19960
final_timing:
  rsz0062_at_grt: "false"
  finalSetupViolations: 0
  tns_ps: 0
  holdWs_ps: 478.0
  tightest_slew_ps: 755.8
  finalHoldViolCount: 0
  period_used_share: 0.3229
  finalWorstSetupSlack_ps: 10770
  layout_min_cycle_time_ps: 5134
  fmax_mhz: 194.8
  finalClockSkew_ps: 5.816
  slew_headroom: 0.4946
  slew_viol_final: 0
floorplanning:
  rows: 35
  dieArea_um2: 10260
  initCoreUtil: 0.4190
  pin_count: 76
  fp.dieW_um: 101.3
  core_area_um2: 9415
  die_h_um: 101.3
power:
  p_comb_frac: 0.207
  vdd_drop_max_uv: 44.75
  clkPwrFrac: 0.267
  powerDensity_nw_per_um2: 62.16
  pwr-share-seq: 0.526
  switching_share: 0.3270
  p_leak_uw: 0.001640
  p_total_uw: 296.6
  p_int_uw: 199.6
  power_switching_uw: 96.98
synth:
  ys_seq_frac: 0.2892
  ff_type: "dfrtp_1"
  postSynthCellCount: 498
  synth.ff_latch_count: 48
  ys_types: 74
  yosys_warnings: 1
  netlist_area_um2: 3945
  edf_count: 2
  yosys_area_um2: 3945
  ys_cells: 498
  syn_avg_cell_area_um2: 7.922
  async_flop_share: 0.6667
detailed_routing:
  viasPerCell: 6.113
  diodes: 0
  num_vias: 4108
  drt-initial-drc-count: 315
  postRouteAntennaNets: 0
  firstDrtPassIters: 7
  drc: 0
  wl_per_cell_um: 18.07
  totalWireLength_um: 12140
job:
  max-cap-violations: 0
  log.warning_count: 31
run_status:
  status: "completed"
==> synth_stat cells, types with 6 or more instances <==
cell | n | area, µm²
inv_1 | 6 | 22.52
nor2_1 | 37 | 138.9
mux2i_1 | 14 | 140.1
nor4_1 | 19 | 118.9
nand2_1 | 51 | 191.4
xnor2_1 | 26 | 227.7
or4_1 | 17 | 127.6
a21oi_1 | 11 | 55.05
and3_1 | 7 | 43.79
clkbuf_1 | 27 | 101.4
dfxtp_1 | 14 | 280.3
and4_1 | 6 | 52.55
o21ai_0 | 29 | 145.1
or3_1 | 10 | 62.56
dfrtp_1 | 32 | 800.8
nand3_1 | 27 | 135.1
xor2_1 | 8 | 70.07
a211oi_1 | 6 | 45.04
buf_2 | 7 | 35.03
nor3_1 | 23 | 115.1
nand4_1 | 21 | 131.4
==> through the flow <==
| step | cells | util | area (µm²) |
|---|---|---|---|
| 2_1_floorplan | 498 | - | 3945 |
| 3_3_place_gp | 664 | 0.4967 | 4677 |
| 3_5_place_dp | 664 | 0.4967 | 4677 |
| 4_1_cts | 672 | 0.5067 | 4771 |
| 5_1_grt | 672 | 0.5067 | 4771 |
| 6_report | 672 | 0.5067 | 4771 |
==> worst max-delay path, stage by stage <==
cell and delay, ps:
buf_2 70, buf_4 460, inv_1 480, nand2_1 220, a31o_2 170, o41ai_1 80
o221a_2 290, a2111oi_1 350
==> power by group through the flow <==
stage	registers (µW)	clock network, µW	logic, µW
CTS	155	83.5	61.8
global route	159	87.8	69.4
finish	156	79.2	61.4
==> placed cells by master, fill, tap and decap left out, types with 6 or more instances in the layout <==
cell type and count:
nor3_1 23, mux2i_1 14, and3_1 7, nand2_1 51, a211oi_1 6, nand4_1 21, nor2_1 37, inv_1 6
o21ai_0 29, clkdlybuf4s50_1 69, xnor2_1 26, buf_4 8, dfxtp_1 14, and4_1 6, nor4_1 19, nand3_1 27
xor2_1 8, a21oi_1 11, or3_1 10, dfrtp_1 32, or4_1 17
==> layer usage <==
metal,global-route usage,vias to the layer above,wire length (µm),part of all wire
li1,-,1985,-,-
met5,0,-,0,0
met1,0.3775,1934,5469,0.45
met2,0.4029,166,5517,0.45
met3,0.03221,23,851,0.070
met4,0.06020,0,302,0.025
==> layout make-up <==
| cell class | instances | area share |
|---|---|---|
| multi-input cells | 403 | 0.5442 |
| flip-flops and latches | 48 | 0.2392 |
| repair buffers | 78 | 0.1584 |
| well taps | 129 | 0.03383 |
| clock buffers | 5 | 0.01442 |
| clock inverters | 3 | 0.005245 |
| inverters | 6 | 0.004721 |
==> cells by family after synthesis <==
| kind of cell | synth area share |
|---|---|
| xor gates and xnor gates | 0.08373 |
| muxes | 0.04408 |
| AOI/OAI and AO/OA | 0.1852 |
| buffers and inverters | 0.05550 |
| DFF | 0.2892 |
| and+or+nand+nor | 0.3327 |
| adders and majority gates | 0.009516 |
==> how the worst max path moves through the flow <==
stage | start | endpoint | slack (ps) | cells after the start
after CTS | write | readdata[29] | 10810 | 8
after global routing | write | readdata[29] | 10570 | 8
final | write | readdata[29] | 10770 | 8
No activity file was given, so power comes from the tool's default toggle rates.

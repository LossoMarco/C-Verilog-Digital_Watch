$ cat run.sh
#!/bin/bash
# OpenROAD 26Q1-2900-gdf79404cd8, Yosys 0.63+post, stock flow scripts
make -C /OpenROAD-flow-scripts/flow DESIGN_CONFIG=/design/flow/config.mk WORK_HOME=/design/flow/orfs finish
$ cat constraint.sdc
current_design myLEDS

set clk_period 1.4
set clk_io_pct 0.2

create_clock -name clk0 -period $clk_period [get_ports {clk}]

set non_clock_inputs [all_inputs -no_clocks]
set_input_delay [expr $clk_period * $clk_io_pct] -clock clk0 $non_clock_inputs
set_output_delay [expr $clk_period * $clk_io_pct] -clock clk0 [all_outputs]
$ cat design.v
module myLEDS (
                      address,
                      chipselect,
                      clk,
                      reset_n,
                      write_n,
                      writedata,
                      out_port,
                      readdata
                   )
;
  output  [  9: 0] out_port;
  output  [ 31: 0] readdata;
  input   [  1: 0] address;
  input            chipselect;
  input            clk;
  input            reset_n;
  input            write_n;
  input   [ 31: 0] writedata;
wire             clk_en;
reg     [  9: 0] data_out;
wire    [  9: 0] out_port;
wire    [  9: 0] read_mux_out;
wire    [ 31: 0] readdata;
  assign clk_en = 1;
  assign read_mux_out = {10 {(address == 0)}} & data_out;
  always @(posedge clk or negedge reset_n)
    begin
      if (reset_n == 0)
          data_out <= 10'b1111111111;
      else if (chipselect && ~write_n && (address == 0))
          data_out <= writedata[31 : 22];
    end
  assign readdata = ~{32'b0 | read_mux_out};
  assign out_port = data_out;
endmodule
$ cat config.mk
export PLATFORM = sky130hd
export DESIGN_NAME = myLEDS
export DESIGN_NICKNAME = myLEDS
export VERILOG_FILES = /design/flow/design.v
export SDC_FILE = /design/flow/constraint.sdc
export NUM_CORES = 4
export LEC_CHECK = 1
export CORE_AREA = 10 10 76 76
export DIE_AREA = 0 0 86 86
==> flow_metrics.env <==
# implementation run metrics
export IMPL_clock_sinks=10
export IMPL_xor_area_frac=0
export IMPL_netlist_area_um2=608
export IMPL_ys_top_logic_family="buffers and inverters"
export IMPL_critPathLaunchType="flop"
export IMPL_initial_core_util=0.148
export IMPL_design_core_area_mm2=0.00412
export IMPL_cellPowerDensity_mw_per_mm2=976
export IMPL_worstHoldPathType="input pin to asynchronous set/reset pin"
export IMPL_timing_fmax_mhz=745
export IMPL_root_buffer="clkbuf_8"
export IMPL_gr_total_overflow=0
export IMPL_path_cells="buf_4 > nand2_1 > clkdlybuf4s15_1"
export IMPL_skew_ns=0
export IMPL_slowest_stage="dfstp_2"
export IMPL_tool_warnings=47
export IMPL_cts_hold_buf=0
export IMPL_finalPower_uw=999
export IMPL_die_x_um=86
export IMPL_drt_iter0_drc=6
export IMPL_ir_worst_vdd_v=0.000326
export IMPL_crit_fanout=2
export IMPL_finalWirelength_mm=1.91
export IMPL_path_clk_slew_ns=0.04
export IMPL_io_buffers=35
export IMPL_synth_simple_area_share=0.0926
export IMPL_ys_cells=56
export IMPL_route_detailed_drc=0
export IMPL_rows=23
export IMPL_grt_antenna_before_repair=0
export IMPL_grt_max_degree=11
export IMPL_intPower_uw=787
export IMPL_synthAoiAreaFrac=0
export IMPL_clock_latency_ns=0.23
export IMPL_place_hpwl_mm=1.66
export IMPL_cp_arrival_ns=1.06
export IMPL_ys_types=7
export IMPL_crit_path_max_incr_delay_ns=0.52
export IMPL_critical_path_class="flop to output pin"
export IMPL_dieArea_mm2=0.00740
export IMPL_largest_reg_flops=10
export IMPL_top_regs="data_out x10"
export IMPL_wl_per_cell_um=12.7
export IMPL_finish_utilization=0.249
export IMPL_io_pins=80
export IMPL_vias_per_cell=3.19
export IMPL_yosysWarningCount=1
export IMPL_hold_viol_final=0
export IMPL_dr_pass1_iters=2
export IMPL_slew_viol_final=0
export IMPL_switching_power_uw=212
export IMPL_place_area_um2=965
export IMPL_clockBufferDepth=2
export IMPL_tns_ns=0
export IMPL_grt_pass1_vias=568
export IMPL_n_antenna_cell=0
export IMPL_vias=479
export IMPL_h_tree_depth=1
export IMPL_syn_instance_count=56
export IMPL_gp_congestion=0.717
export IMPL_layout_cells_most_common_list="conb_1, dlygate4sd2_1, clkdlybuf4s50_1"
export IMPL_grt_pass1_wl_mm=3.02
export IMPL_synth_flops=10
export IMPL_track_usage=0.0506
export IMPL_ys_sh_adder=0
export IMPL_p_leak_nw=0.444
export IMPL_syn_to_final_growth_pct=68.3
export IMPL_final_area_mm2=0.00102
export IMPL_layout_top_cell="conb_1"
export IMPL_ys_area_um2=608
export IMPL_clock_power_share=0.283
export IMPL_p_comb_frac=0.278
export IMPL_switching_share=0.212
export IMPL_power_frac_seq=0.439
export IMPL_ant_nets=0
export IMPL_top_register="data_out"
export IMPL_postSynthSeqShare=0.432
export IMPL_muxShareOfSynthArea=0.185
export IMPL_outcome="complete, no violations"
export IMPL_numCtsBuffers=3
export IMPL_min_period_ns=1.34
export IMPL_maxCapViolations=0
export IMPL_synth_area_per_cell_um2=10.9
export IMPL_cts_tree="built"
export IMPL_fillers=446
export IMPL_cp_required_ns=1.12
export IMPL_chipHeight_um=86
export IMPL_cp_end_kind="output pin"
export IMPL_drive_gt1_frac=0.370
export IMPL_fin_crit_sh=0.959
export IMPL_finalSetupViolCount=0
[area by class of cell]
| cell class | instances | area (µm²) | area share |
|---|---|---|---|
| multi-input cells | 45 | 279 | 0.273 |
| flip-flops and latches | 10 | 263 | 0.257 |
| clock buffers | 3 | 41.3 | 0.0403 |
| well taps | 50 | 62.6 | 0.0611 |
| repair buffers | 42 | 378 | 0.369 |
[final timing paths]
| kind | from | end | slack (ns) | cells after the start |
|---|---|---|---|---|
| worst min register to register | data_out[2] | data_out[2] | 0.62 | 1 |
| worst min-delay path | reset_n | data_out[5] | 0.54 | 2 |
| worst max register to register | data_out[9] | data_out[9] | 0.59 | 2 |
| min in group clk0 | data_out[2] | data_out[2] | 0.62 | 1 |
| max in group asynchronous | reset_n | data_out[8] | 0.84 | 2 |
| worst max-delay path | data_out[5] | readdata[5] | 0.06 | 3 |
[power groups by stage]
| stage | clock network, mW | logic [mW] | registers (mW) |
|---|---|---|---|
| finish | 0.283 | 0.277 | 0.439 |
| global route | 0.311 | 0.313 | 0.452 |
| CTS | 0.300 | 0.289 | 0.440 |
[through the flow]
step	std cells	worst slack (ns)	hold WS, ns
after floorplan	77	0.271	0.132
after global placement	144	-0.435	0.614
after detailed placement	144	-0.449	0.620
after CTS	150	0.0158	0.537
after global routing	150	-0.00269	0.571
final	150	0.0581	0.536
[repair_timing]
item / 4_1_cts / 5_1_grt
cloned: 1 / 0
pin swaps: 1 / 0
setup buffers: 3 / 0
gates resized: 32 / 4
endpoints found under the setup margin: 30 / 9
[cell families after synthesis]
logic type,count (synthesis)
and+or+nand+nor,12
muxes,10
DFF,10
buffers and inverters,23
other,1
[layer usage]
layer | global-route usage | up-vias | part of all wire
li1 | - | 225 | -
met4 | 0.00599 | 0 | 0.016
met5 | 0 | - | 0
met1 | 0.0506 | 225 | 0.34
met2 | 0.0980 | 27 | 0.56
met3 | 0.0191 | 2 | 0.083
[worst max-delay path, delay by kind of cell, from the launching register on]
family	cells	cell delay [ns]
and+or+nand+nor	1	0.04
DFF	1	0.52
buffers and inverters	2	0.28
[Yosys cell counts, drive strengths merged]
library cell,count,share of area
buf,23,0.28
dfstp,10,0.43
mux2,10,0.19
nand2,10,0.062
conb,1,0.0062
nor2,1,0.0062
nor4b,1,0.025
